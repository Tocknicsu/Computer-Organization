==> flow/config.mk <==
export PLATFORM = sky130hd
export DESIGN_NAME = alu
export DESIGN_NICKNAME = alu
export VERILOG_FILES = /design/flow/design.v
export SDC_FILE = /design/flow/constraint.sdc
export NUM_CORES = 4
export LEC_CHECK = 1
export CORE_UTILIZATION = 40
==> flow/run.sh <==
#!/bin/bash
# OpenROAD 26Q1-2900-gdf79404cd8, Yosys 0.63+post, stock flow scripts
make -C /OpenROAD-flow-scripts/flow DESIGN_CONFIG=/design/flow/config.mk WORK_HOME=/design/flow/orfs finish
==> flow/design.v <==
`timescale 1ns/1ps
module alu(
           rst_n,          
           src1,           
           src2,           
           ALU_control,    
			  bonus_control,  
           result,         
           zero,           
           cout,           
           overflow        
           );
input           rst_n;
input  [32-1:0] src1;
input  [32-1:0] src2;
input   [4-1:0] ALU_control;
input   [3-1:0] bonus_control; 
output [32-1:0] result;
output          zero;
output          cout;
output          overflow;
wire    [32-1:0] result;
wire	  [32-1:0] add_result;
reg             zero;
reg             cout;
reg             overflow;
wire [32:0] tmp_cout;
reg less;
reg equal;
wire [1:0] op;
wire a_invert, b_invert;
assign a_invert = ((ALU_control != 4'b0111) & ALU_control[3]) | ((ALU_control == 4'b0111) & ( bonus_control[0]));
assign b_invert = ((ALU_control != 4'b0111) & ALU_control[2]) | ((ALU_control == 4'b0111) & (~bonus_control[0]));
assign tmp_cout[0] = ALU_control[1] & ALU_control[2];
assign op = ALU_control[1:0];
wire _zero;
assign _zero = 0;
genvar i;
generate
	for(i = 0 ; i < 32 ; i = i+1) begin : inst
		alu_top module_alu_top(
			src1[i], 
			src2[i],
			i==0 ? less : _zero, 
			i==0 ? equal: _zero, 
			a_invert,
			b_invert,
			tmp_cout[i],
			op,
			result[i],
			add_result[i],
			tmp_cout[i+1]
		);
	end
endgenerate
always @(*) begin
	if(rst_n) begin
		zero = ~(result[0]|result[1]|result[2]|result[3]|result[4]|result[5]|result[6]|result[7]|result[8]|result[9]|result[10]|result[11]|result[12]|result[13]|result[14]|result[15]|result[16]|result[17]|result[18]|result[19]|result[20]|result[21]|result[22]|result[23]|result[24]|result[25]|result[26]|result[27]|result[28]|result[29]|result[30]|result[31]);
		if (op == 3) begin
			if(src1[31] == src2[31]) begin	 
				less = add_result[31];
			end else begin
				if(bonus_control[0]) begin		 
					less = src1[31] == 0;
				end else begin
					less = src1[31] == 1;
				end
			end
			if(bonus_control[2])begin			 
				less = 0;
			end
			if(bonus_control[2:1] == 2'b10) begin	 
				equal = (add_result[0]|add_result[1]|add_result[2]|add_result[3]|add_result[4]|add_result[5]|add_result[6]|add_result[7]|add_result[8]|add_result[9]|add_result[10]|add_result[11]|add_result[12]|add_result[13]|add_result[14]|add_result[15]|add_result[16]|add_result[17]|add_result[18]|add_result[19]|add_result[20]|add_result[21]|add_result[22]|add_result[23]|add_result[24]|add_result[25]|add_result[26]|add_result[27]|add_result[28]|add_result[29]|add_result[30]|add_result[31]);
			end else if(bonus_control[1]) begin		 
				equal = ~(add_result[0]|add_result[1]|add_result[2]|add_result[3]|add_result[4]|add_result[5]|add_result[6]|add_result[7]|add_result[8]|add_result[9]|add_result[10]|add_result[11]|add_result[12]|add_result[13]|add_result[14]|add_result[15]|add_result[16]|add_result[17]|add_result[18]|add_result[19]|add_result[20]|add_result[21]|add_result[22]|add_result[23]|add_result[24]|add_result[25]|add_result[26]|add_result[27]|add_result[28]|add_result[29]|add_result[30]|add_result[31]);
			end else begin
				equal = 0;
			end
		end else begin
			less = 0;
			equal = 0;
		end
		if (op == 2) begin
			cout = tmp_cout[32];
			overflow = (a_invert ^ src1[31]) == (b_invert ^ src2[31]) & (a_invert ^ src1[31] ^ result[31]);
		end else begin
			cout = 0;
			overflow = 0;
		end
	end else begin
		zero = 0;
		cout = 0;
		overflow = 0;
	end
end
endmodule
`timescale 1ns/1ps
module alu_top(
               src1,        
               src2,        
               less,        
					equal,
               A_invert,    
               B_invert,    
               cin,         
               operation,   
               result,      
					add_result,
               cout        
               );
input         src1;
input         src2;
input         less;
input			  equal;
input         A_invert;
input         B_invert;
input         cin;
input [2-1:0] operation;
output        result;
output 		  add_result;
output        cout;
wire a, b;
assign a = A_invert ^ src1;
assign b = B_invert ^ src2;
assign cout = operation[1] == 1 ? (cin & (a | b)) | (a & b) : 0;
assign add_result = (a ^ b ^ cin);
assign result = 
				operation == 0 ? a & b :
				operation == 1 ? a | b :
				operation == 2 ? add_result :
				operation == 3 ? less | equal : 0;
endmodule
==> flow/constraint.sdc <==
current_design alu

set clk_period 26.1
set clk_io_pct 0.2

create_clock -name clk0 -period $clk_period

set non_clock_inputs [all_inputs -no_clocks]
set_input_delay [expr $clk_period * $clk_io_pct] -clock clk0 $non_clock_inputs
set_output_delay [expr $clk_period * $clk_io_pct] -clock clk0 [all_outputs]
==> metrics.yaml <==
status:
  outcome: "completed"
routing:
  firstDrtPassIters: 4
  viasPerCell: 4.48
  postRouteAntennaNets: 0
  wl_mm: 8.72
  dr_total_vias: 3133
  drt_iter0_drc: 62
  wl_per_cell_um: 12.5
  drc_errors: 0
  num_antenna_cells: 0
sta:
  slew_violations: 0
  setup_viol: 0
  fin_tns_setup_ns: 0
  finalClockPeriodUsage_pct: 98.3
  untimed_endpoints: 2
  finalHoldViolations: 0
  unclocked_regs: 2
  fmax_mhz: 39.0
  relSlewSlack_pct: 47.3
  min_period_ns: 25.67
  fin_ws_ns: 0.431
  worstMarginPinSlew_ns: 0.783
  rsz0062_at_grt: "yes"
synth:
  largest_area_cell: "ha_1"
  ff_type: "dlxtp_1"
  synthDistinctLibCells: 40
  netlist_area_sq_mm: 0.00388
  synth_top_area_share_pct: 20.6
  ys.flops: 2
  yosysWarnings: 1
  synth-edff-count: 0
  ys_async_sr_fraction_pct: 0
  top_cells_by_area: "ha_1 21%, fa_1 16%, xnor2_1 15%, inv_1 8.3%, buf_4 7.0%"
  ys_cells: 487
  syn_inst: 487
  synth_chip_area_sq_mm: 0.00388
  synth.avg_cell_area_sq_um: 7.98
worst_setup_path:
  critPathCaptureType: "output port"
  required_ns: 20.88
  cp_num_buf_inv: 3
  endpoint: "zero"
  cp.depth: 73
  cp-startpoint: "ALU_control[0]"
  cpPeakStageDelay_ns: 0.46
  path_delay_family: "adder cells"
  crit_path_frequent_cell: "fa_2"
  cp-start-kind: "primary input"
  crit_type: "in2out"
  cp_max_fo: 4
  arrival_ns: 20.45
  critPathSlowestCell: "fa_1"
die:
  core-area_sq_mm: 0.00933
  num_rows: 35
  die_y_um: 101
  die-area_sq_mm: 0.0101
  pin_count: 107
  die_width_um: 101
  fp-utilization_pct: 41.6
power:
  powerDensity_mw_per_mm2: 25.4
  p_leak_nw: 2.41
  power_w: 0.000133
  irDropWorstVdd_mv: 0.0101
job:
  warning_count: 96
  maxCapViolations: 0
placed_design:
  hpwlAfterDp_mm: 7.14
  port_buffers: 107
  placed_cells_incl_taps: 691
  post-place-ws_ns: -1.56
  place_congestion: 0.856
layout:
  fin_util_pct: 56.2
  final_cells: 699
  syn_to_final_growth_pct: 34.9
  final_cell_mix: "97 x clkdlybuf4s50_1, 86 x inv_1, 64 x ha_1"
  layout_top_cell: "clkdlybuf4s50_1"
  drive_gt1_share_pct: 20.0
worst_hold_path:
  hold_depth: 7
  min-delay-start: "ALU_control[0]"
  hold_path.class: "in2out"
clock_tree:
  cts.hold.buffers_added: 0
grt:
  met2_usage_pct: 31.4
  grt_pass1_vias: 3107
  grt_most_used_layer: "met2"
  met1_usage_pct: 27.2
  grt.total_usage_pct: 18.5
  antenna_found_initial: 0
  grt_max_degree: 60
  grt.overflow.total: 0
  grt_pass1_wl_mm: 14.6
  grt_util_met3_pct: 1.83
[flip-flops by register name, indices dropped and copies added (netlist names)]
signal,cells
equal,1
less,1
[cells in the mapped netlist, types with 2 or more instances]
cell type,count
and2_1,23
buf_2,7
buf_4,36
buf_6,6
clkbuf_1,7
dlxtp_1,2
fa_1,32
ha_1,64
inv_1,86
mux2i_1,22
nand2_1,39
nand2b_1,7
nand3_1,2
nand4_1,3
nor2_1,8
nor2b_1,2
nor3_1,2
nor4_1,12
o21a_1,5
o21ai_0,26
o21ai_1,7
o22ai_1,7
xnor2_1,65
[metal layers]
layer	share of wire, %	up-vias
met3	4.6	6
met4	0.85	0
met2	47	76
met1	48	1423
li1	-	1628
met5	0	-
[worst min-delay path by stage]
stage / end / slack (ns)
after global routing: result[27] / 11.36
final: zero / 11.28
after CTS: zero / 11.32
[report_power, final]
| group | internal [W] | switching (W) |
|---|---|---|
| sequential | 0.000000177 | 0.0000000130 |
| combinational | 0.0000720 | 0.0000611 |
| clock | 0 | 0 |
| total | 0.0000722 | 0.0000611 |
[stage by stage]
step           hold WS [ns]  area, sq um
2_1_floorplan         10.50         3880
3_3_place_gp          11.39         4910
3_5_place_dp          11.38         4910
4_1_cts               11.32         5150
5_1_grt               11.36         5240
6_report              11.28         5240
[kinds of logic after synthesis]
kind of cell / Yosys count / share of synthesized area (%)
adder cells (fa/ha/maj): 96 / 37.1
AND/OR/NAND/NOR: 107 / 14.6
latches: 2 / 0.773
buffers and inverters: 142 / 18.6
multiplexers: 22 / 5.67
AND-OR/OR-AND: 52 / 8.41
XOR/XNOR: 66 / 14.9
[cell type report]
class                   count  area, sq um
repair buffers            139         1320
well taps                 129          161
flip-flops and latches      2         30.0
multi-input cells         343         3400
inverters                  86          323
fillers                   835         4090
[what timing repair did]
item,in CTS,in global routing
pin swaps,19,17
setup buffers,6,2
gates cloned,0,0
setup endpoints to repair,6,4
resized,80,23
Power is estimated from default activity; no workload was simulated.
