==> design/flow/design.v <==
module ALU(
    src1_i,
	src2_i,
	ctrl_i,
	result_o,
	zero_o
	);
input signed [32-1:0]  src1_i;
input signed [32-1:0]	 src2_i;
input  [4-1:0]   ctrl_i;
output [32-1:0]	 result_o;
output           zero_o;
reg    [32-1:0]  result_o;
wire             zero_o;
assign zero_o = (result_o == 0);
always @(*) begin
    case (ctrl_i)
        0: result_o <= src1_i & src2_i;
        1: result_o <= src1_i | src2_i;
        2: result_o <= src1_i + src2_i;
        6: result_o <= src1_i - src2_i;
        7: result_o <= src1_i < src2_i ? 1 : 0;
        9: result_o <= src1_i | (src2_i & 32'b00000000000000001111111111111111);
        10: result_o <= (src1_i) >>> (src2_i);
        12: result_o <= ~(src1_i | src2_i);
        13: result_o <= (src1_i) >>> (src2_i & 32'b00000000000000000000000000011111);
        14: result_o <= src2_i << 16;
        15: result_o <= src1_i < (src2_i & 32'b00000000000000001111111111111111) ? 1 : 0;
        default: result_o <= 0;
    endcase
end
endmodule
==> design/flow/run.sh <==
#!/bin/bash
# OpenROAD 26Q1-2900-gdf79404cd8, Yosys 0.63+post, stock flow scripts
make -C /OpenROAD-flow-scripts/flow DESIGN_CONFIG=/design/flow/config.mk WORK_HOME=/design/flow/orfs finish
==> design/flow/config.mk <==
export PLATFORM = sky130hd
export DESIGN_NAME = ALU
export DESIGN_NICKNAME = ALU
export VERILOG_FILES = /design/flow/design.v
export SDC_FILE = /design/flow/constraint.sdc
export NUM_CORES = 4
export LEC_CHECK = 1
export CORE_UTILIZATION = 50
==> design/flow/constraint.sdc <==
current_design ALU

set clk_period 17.3
set clk_io_pct 0.2

create_clock -name clk0 -period $clk_period

set non_clock_inputs [all_inputs -no_clocks]
set_input_delay [expr $clk_period * $clk_io_pct] -clock clk0 $non_clock_inputs
set_output_delay [expr $clk_period * $clk_io_pct] -clock clk0 [all_outputs]
==> results.ini <==
[finish]
ratio_of_cells_with_drive_above_1_in_the_final_layout = 0.0680
layout.cells.most_common = sky130_fd_sc_hd__nor2_1
final_layout_top_logic_cells = sky130_fd_sc_hd__nor2_1 (114), sky130_fd_sc_hd__nand2_1 (113), sky130_fd_sc_hd__a21oi_1 (103), sky130_fd_sc_hd__clkdlybuf4s50_1 (97), sky130_fd_sc_hd__ha_1 (96)
areaGrowthSynthToFinish_pct = 12.9
finish.utilization = 0.575
seq_cell_count = 0
nClkBuffers = 0
final-seq-area_um2 = 0

[final_timing]
hold_viol = 0
layout_worst_path_cycle_share = 0.715
timing.final.max_slew_violations = 0
setup_ws_ns = 4.92
timing_worst_slew_pin_value_ns = 1.13
setup_viol_count_final = 0
max_slew_margin = 0.235
totalNegativeSetupSlack_ns = 0
clock.fmax_ghz = 0.0808
final_period_minus_worst_setup_slack_ns = 12.38
unrepaired_setup_endpoints_after_global_routing = false
whs_ns = 8.16

[floorplanning]
core_area_mm2 = 0.0158
core_util_floorplan = 0.509
vertical_die_size_um = 129
rows = 46
die_x_um = 129
boundaryPins = 101
fp.dieArea_mm2 = 0.0166

[setup_path]
cp_data_required_time_ns = 13.84
critPathLaunch = src2_i[2]
critPathMaxStageDelay_ns = 0.55
crit_path_start_kind = primary input
crit_top_cell = sky130_fd_sc_hd__nor4_1
cp-end-kind = output port
highest_delay_cell_along_the_critical_path = sky130_fd_sc_hd__ha_1
timing.critical_path.cells = buf_2 -> buf_4 -> clkinv_1 -> ha_1 -> o21ba_1 -> a2111o_1 -> a21oi_1 -> o2111ai_2 -> nand3_1 -> nor4_1 -> a2111oi_0 -> nand4_1 -> nor4_1 -> and4_1 -> and3_1 -> clkdlybuf4s50_1
endpoint = zero_o
timing_worst_setup_path_type = in -> out
cp.arrival_ns = 8.92
worst-path-max-fanout = 47

[logic_synthesis]
ys_cells = 1204
syn-cell-area_mm2 = 0.00806
synth_top_area_share = 0.149
post_synth_area_hogs = sky130_fd_sc_hd__ha_1 (15%), sky130_fd_sc_hd__a21oi_1 (6.4%), sky130_fd_sc_hd__mux4_2 (5.3%)
post_synth_inst_count = 1204
avgSynthCellArea_um2 = 6.69
synth.distinct_cells = 83
post-synth-top-area-cell = sky130_fd_sc_hd__ha_1
synth.yosys.warnings = 1
part_of_the_yosys_area_used_for_sequential_elements = 0
yosys_reported_design_area_after_synthesis_mm2 = 0.00806

[route]
drt-vias-per-instance = 7.01
route.vias.total = 10172
route.detailed.drc = 0
initialDrtViolationCount = 1532
drt_first_pass_iters = 6
number_of_nets_with_antenna_violations_after_routing = 0
wl_per_cell_um = 25.1
n_antenna_cell = 0
final_wl_um = 36500

[global_routing]
grt.busiest_layer = met1
grt_max_degree = 59
grt_antenna_before_repair = 0
wire_length_of_the_first_global_routing_pass_um = 54800
globalRouteTotalUtil = 0.444
global_route.usage.met3 = 0.101
gr-total-overflow = 0
groute.layer.met1.usage = 0.653
grt_util_met2 = 0.648
first_global_vias = 8971

[pwr]
ir_worst_vdd_uv = 17.0
p_sw_uw = 180
p_seq_frac = 0
power.share.combinational = 1.000
p_int_uw = 117
cellPowerDensity_mw_per_mm2 = 32.7
pwr-share-clk = 0
leakage_power_nw = 3.78
switching_share = 0.605

[run]
timing.max_cap.violations = 0
tool_warnings = 97

[run_status]
status = complete, no violations

[placement]
dpl_worst_slack_ns = 5.11
place_hpwl_um = 28900
count_of_input_and_output_buffers = 101
gp_routability_congestion = 1.06

[clocking]
post_cts.resized_instances = 0
post-cts-setup-buffers = 0
cts_hold_buf = 0

[hold_path]
worst_hold_path_type = in -> out

[how the worst min path moves through the flow]
stage	start	to	slack (ns)	cells after the start
after CTS	ctrl_i[2]	result_o[7]	8.15	6
after global routing	ctrl_i[2]	result_o[7]	8.23	6
final	ctrl_i[2]	result_o[7]	8.16	6
[kinds of logic (layout without fill, tap and decap cells)]
group	after synthesis	count (layout)	share of synthesized area
compound gates	432	432	0.366
simple gates	402	402	0.251
buf+inv	186	218	0.0929
fa+ha+maj	98	98	0.154
mux	63	63	0.110
xor+xnor	23	23	0.0250
[critical path: cells and delay by family]
family	cells	cell delay (ns)
AND-OR/OR-AND	5	1.77
AND/OR/NAND/NOR	6	1.57
buffers and inverters	4	1.56
adder cells (fa/ha/maj)	1	0.55
[through the flow]
stage	cell area (um2)	cells	total power, mW
6_report	9090	1452	0.297
5_1_grt	9090	1452	0.317
4_1_cts	9090	1452	0.287
3_5_place_dp	9090	1452	0.285
3_3_place_gp	9090	1452	0.287
2_1_floorplan	8060	1204	0.178
[cell usage after synthesis, types with 12 or more instances]
cell type / number
sky130_fd_sc_hd__xnor2_1: 21
sky130_fd_sc_hd__mux2i_1: 28
sky130_fd_sc_hd__ha_1: 96
sky130_fd_sc_hd__a21oi_1: 103
sky130_fd_sc_hd__o211ai_1: 32
sky130_fd_sc_hd__o21ai_0: 79
sky130_fd_sc_hd__nor2_1: 114
sky130_fd_sc_hd__and3_1: 13
sky130_fd_sc_hd__mux2_2: 16
sky130_fd_sc_hd__o31ai_1: 16
sky130_fd_sc_hd__a221oi_1: 12
sky130_fd_sc_hd__buf_2: 16
sky130_fd_sc_hd__nor4_1: 19
sky130_fd_sc_hd__inv_1: 92
sky130_fd_sc_hd__a211oi_1: 24
sky130_fd_sc_hd__nand2_1: 113
sky130_fd_sc_hd__clkbuf_1: 59
sky130_fd_sc_hd__a22oi_1: 14
sky130_fd_sc_hd__a21o_1: 14
sky130_fd_sc_hd__nand3_1: 27
sky130_fd_sc_hd__mux4_2: 19
sky130_fd_sc_hd__a31oi_1: 19
sky130_fd_sc_hd__nor3_1: 33
sky130_fd_sc_hd__nand4_1: 17
[power by group through the flow]
stage                 clock, mW  combinational (mW)  sequential [mW]
final                         0               0.297                0
after global routing          0               0.317                0
after CTS                     0               0.287                0
[metal layers]
metal,routed length (um),part of all wire,up-vias
li1,-,-,4610
met1,15200,0.42,4696
met2,15000,0.41,771
met3,4890,0.13,95
met4,1450,0.040,0
met5,0,0,-
[cell type report]
class	instances	area, um2
inverters	97	364
well taps	216	270
fillers	1545	6730
multi-input cells	1018	7320
repair buffers	121	1140
Power figures rest on the tool's default switching activity, not on a simulated workload.
